--- run.sh ---
#!/bin/bash
# OpenROAD 26Q1-2900-gdf79404cd8, Yosys 0.63+post, stock flow scripts
make -C /OpenROAD-flow-scripts/flow DESIGN_CONFIG=/design/flow/config.mk WORK_HOME=/design/flow/orfs finish
--- config.mk ---
export PLATFORM = sky130hd
export DESIGN_NAME = sd_data_receive_shift_register
export DESIGN_NICKNAME = sd_data_receive_shift_register
export VERILOG_FILES = /design/flow/design.v
export SDC_FILE = /design/flow/constraint.sdc
export NUM_CORES = 4
export LEC_CHECK = 1
export CORE_UTILIZATION = 30
--- constraint.sdc ---
current_design sd_data_receive_shift_register

set clk_period 3.5
set clk_io_pct 0.2

create_clock -name clk0 -period $clk_period [get_ports {in_sd_clk}]

set non_clock_inputs [all_inputs -no_clocks]
set_input_delay [expr $clk_period * $clk_io_pct] -clock clk0 $non_clock_inputs
set_output_delay [expr $clk_period * $clk_io_pct] -clock clk0 [all_outputs]
--- design.v ---
module sd_data_receive_shift_register(
        in_sd_clk,                   
        hrst_n,                     
        in_soft_reset,               
        in_current_state,            
        in_serial_data,              
        in_data_width,               
        in_has_receive_bit,          
        sd_fifo_wdata,               
        sd_fifo_we,                  
        out_receive_data_crc_error   
);
input               in_sd_clk;                   
input               hrst_n;                     
input               in_soft_reset;               
input   [3:0]       in_current_state;            
input   [3:0]       in_serial_data;              
input               in_data_width;               
input   [13:0]      in_has_receive_bit;          
output  [31:0]      sd_fifo_wdata;               
output              sd_fifo_we;                  
output              out_receive_data_crc_error;   
reg                 out_receive_data_crc_error;
reg                 sd_fifo_we;
reg     [15:0]      crc_reg0;
reg     [15:0]      crc_reg1;
reg     [15:0]      crc_reg2;
reg     [15:0]      crc_reg3;
reg     [15:0]      generate_crc_reg0;
reg     [15:0]      generate_crc_reg1;
reg     [15:0]      generate_crc_reg2;
reg     [15:0]      generate_crc_reg3;
reg     [31:0]      shift_reg;
reg                 out_write_receive_fifo;
assign sd_fifo_wdata = {shift_reg[7:0],shift_reg[15:8],shift_reg[23:16],shift_reg[31:24]};
always @(posedge in_sd_clk or negedge hrst_n) begin
    if (!hrst_n)
        sd_fifo_we <= 1'b0;
    else if (!in_soft_reset)
        sd_fifo_we <= 1'b0;
    else 
        sd_fifo_we <= out_write_receive_fifo;
end
always @(posedge in_sd_clk or negedge hrst_n) begin
    if(!hrst_n)
        shift_reg <= 32'b0;
    else if (!in_soft_reset)
        shift_reg <= 32'b0;
    else begin
        if (in_current_state == 4'b0011)
        begin
            if(!in_data_width)
                shift_reg <= {shift_reg[30:0],in_serial_data[0]};
            else
                shift_reg <= {shift_reg[27:0],in_serial_data};
        end
    end
end
always @(*) begin
    out_write_receive_fifo = 1'b0;
    if (!in_data_width) 
    begin
        if ((in_current_state == 4'b0011) && (in_has_receive_bit[4:0] == 5'b11111))
            out_write_receive_fifo = 1'b1;
    end
    else begin
        if((in_current_state == 4'b0011) && (in_has_receive_bit[2:0] == 3'b111))
            out_write_receive_fifo = 1'b1;
    end
end
always @(posedge in_sd_clk or negedge hrst_n)begin
    if (!hrst_n)
    begin
        crc_reg0 <= 16'b0;
        crc_reg1 <= 16'b0;
        crc_reg2 <= 16'b0;
        crc_reg3 <= 16'b0;
    end
    else if (in_soft_reset)
    begin
        crc_reg0 <= 16'b0;
        crc_reg1 <= 16'b0;
        crc_reg2 <= 16'b0;
        crc_reg3 <= 16'b0;
    end
    else if ((in_current_state == 4'b0101))
    begin
        crc_reg0 <= 16'b0;
        crc_reg1 <= 16'b0;
        crc_reg2 <= 16'b0;
        crc_reg3 <= 16'b0;
    end
    else if (in_current_state == 4'b0100)
    begin
        if(in_data_width == 1'b0)
            crc_reg0 <= {crc_reg0[14:0],in_serial_data[0]};
        else begin
            crc_reg0 <= {crc_reg0[14:0],in_serial_data[0]};
            crc_reg1 <= {crc_reg1[14:0],in_serial_data[1]};
            crc_reg2 <= {crc_reg2[14:0],in_serial_data[2]};
            crc_reg3 <= {crc_reg3[14:0],in_serial_data[3]};
        end
    end
end
 always @(posedge in_sd_clk or negedge hrst_n) begin
     if (!hrst_n)
     begin
         generate_crc_reg0 <= 16'b0;
         generate_crc_reg1 <= 16'b0;
         generate_crc_reg2 <= 16'b0;
         generate_crc_reg3 <= 16'b0;
    end
    else if (!in_soft_reset)
    begin
         generate_crc_reg0 <= 16'b0;
         generate_crc_reg1 <= 16'b0;
         generate_crc_reg2 <= 16'b0;
         generate_crc_reg3 <= 16'b0;
     end
     else if ((in_current_state == 4'b0101))
     begin
         generate_crc_reg0 <= 16'b0;
         generate_crc_reg1 <= 16'b0;
         generate_crc_reg2 <= 16'b0;
         generate_crc_reg3 <= 16'b0;
     end
     else if (in_current_state == 4'b0011)
     begin
         if (in_data_width == 1'b0)
         begin
             generate_crc_reg0[0] <= in_serial_data[0] ^ generate_crc_reg0[15];
             generate_crc_reg0[1] <= generate_crc_reg0[0];
             generate_crc_reg0[2] <= generate_crc_reg0[1];
             generate_crc_reg0[3] <= generate_crc_reg0[2];
             generate_crc_reg0[4] <= generate_crc_reg0[3];
             generate_crc_reg0[5] <= generate_crc_reg0[4] ^ in_serial_data[0] ^ generate_crc_reg0[15];
             generate_crc_reg0[6] <= generate_crc_reg0[5];
             generate_crc_reg0[7] <= generate_crc_reg0[6];
             generate_crc_reg0[8] <= generate_crc_reg0[7];
             generate_crc_reg0[9] <= generate_crc_reg0[8];
             generate_crc_reg0[10] <= generate_crc_reg0[9];
             generate_crc_reg0[11] <= generate_crc_reg0[10];
             generate_crc_reg0[12] <= generate_crc_reg0[11] ^ in_serial_data[0] ^ generate_crc_reg0[15];
             generate_crc_reg0[13] <= generate_crc_reg0[12];
             generate_crc_reg0[14] <= generate_crc_reg0[13];
             generate_crc_reg0[15] <= generate_crc_reg0[14];
         end
         else begin
             generate_crc_reg0[0] <= in_serial_data[0] ^ generate_crc_reg0[15];
             generate_crc_reg0[1] <= generate_crc_reg0[0];
             generate_crc_reg0[2] <= generate_crc_reg0[1];
             generate_crc_reg0[3] <= generate_crc_reg0[2];
             generate_crc_reg0[4] <= generate_crc_reg0[3];
             generate_crc_reg0[5] <= generate_crc_reg0[4] ^ in_serial_data[0] ^ generate_crc_reg0[15];
             generate_crc_reg0[6] <= generate_crc_reg0[5];
             generate_crc_reg0[7] <= generate_crc_reg0[6];
             generate_crc_reg0[8] <= generate_crc_reg0[7];
             generate_crc_reg0[9] <= generate_crc_reg0[8];
             generate_crc_reg0[10] <= generate_crc_reg0[9];
             generate_crc_reg0[11] <= generate_crc_reg0[10];
             generate_crc_reg0[12] <= generate_crc_reg0[11] ^ in_serial_data[0] ^ generate_crc_reg0[15];
             generate_crc_reg0[13] <= generate_crc_reg0[12];
             generate_crc_reg0[14] <= generate_crc_reg0[13];
             generate_crc_reg0[15] <= generate_crc_reg0[14];
             generate_crc_reg1[0] <= in_serial_data[1] ^ generate_crc_reg1[15];
             generate_crc_reg1[1] <= generate_crc_reg1[0];
             generate_crc_reg1[2] <= generate_crc_reg1[1];
             generate_crc_reg1[3] <= generate_crc_reg1[2];
             generate_crc_reg1[4] <= generate_crc_reg1[3];
             generate_crc_reg1[5] <= generate_crc_reg1[4] ^ in_serial_data[1] ^ generate_crc_reg1[15];
             generate_crc_reg1[6] <= generate_crc_reg1[5];
             generate_crc_reg1[7] <= generate_crc_reg1[6];
             generate_crc_reg1[8] <= generate_crc_reg1[7];
             generate_crc_reg1[9] <= generate_crc_reg1[8];
             generate_crc_reg1[10] <= generate_crc_reg1[9];
             generate_crc_reg1[11] <= generate_crc_reg1[10];
             generate_crc_reg1[12] <= generate_crc_reg1[11] ^ in_serial_data[1] ^ generate_crc_reg1[15];
             generate_crc_reg1[13] <= generate_crc_reg1[12];
             generate_crc_reg1[14] <= generate_crc_reg1[13];
             generate_crc_reg1[15] <= generate_crc_reg1[14];
             generate_crc_reg2[0] <= in_serial_data[2] ^ generate_crc_reg2[15];
             generate_crc_reg2[1] <= generate_crc_reg2[0];
             generate_crc_reg2[2] <= generate_crc_reg2[1];
             generate_crc_reg2[3] <= generate_crc_reg2[2];
             generate_crc_reg2[4] <= generate_crc_reg2[3];
             generate_crc_reg2[5] <= generate_crc_reg2[4] ^ in_serial_data[2] ^ generate_crc_reg2[15];
             generate_crc_reg2[6] <= generate_crc_reg2[5];
             generate_crc_reg2[7] <= generate_crc_reg2[6];
             generate_crc_reg2[8] <= generate_crc_reg2[7];
             generate_crc_reg2[9] <= generate_crc_reg2[8];
             generate_crc_reg2[10] <= generate_crc_reg2[9];
             generate_crc_reg2[11] <= generate_crc_reg2[10];
             generate_crc_reg2[12] <= generate_crc_reg2[11] ^ in_serial_data[2] ^ generate_crc_reg2[15];
             generate_crc_reg2[13] <= generate_crc_reg2[12];
             generate_crc_reg2[14] <= generate_crc_reg2[13];
             generate_crc_reg2[15] <= generate_crc_reg2[14];
             generate_crc_reg3[0] <= in_serial_data[3] ^ generate_crc_reg3[15];
             generate_crc_reg3[1] <= generate_crc_reg3[0];
             generate_crc_reg3[2] <= generate_crc_reg3[1];
             generate_crc_reg3[3] <= generate_crc_reg3[2];
             generate_crc_reg3[4] <= generate_crc_reg3[3];
             generate_crc_reg3[5] <= generate_crc_reg3[4] ^ in_serial_data[3] ^ generate_crc_reg3[15];
             generate_crc_reg3[6] <= generate_crc_reg3[5];
             generate_crc_reg3[7] <= generate_crc_reg3[6];
             generate_crc_reg3[8] <= generate_crc_reg3[7];
             generate_crc_reg3[9] <= generate_crc_reg3[8];
             generate_crc_reg3[10] <= generate_crc_reg3[9];
             generate_crc_reg3[11] <= generate_crc_reg3[10];
             generate_crc_reg3[12] <= generate_crc_reg3[11] ^ in_serial_data[3] ^ generate_crc_reg3[15];
             generate_crc_reg3[13] <= generate_crc_reg3[12];
             generate_crc_reg3[14] <= generate_crc_reg3[13];
             generate_crc_reg3[15] <= generate_crc_reg3[14];
         end
     end
end
always @(*) begin
     out_receive_data_crc_error = 1'b0;
     if(!in_data_width)begin
         if ((in_current_state == 4'b0101) && !(crc_reg0 == generate_crc_reg0))
             out_receive_data_crc_error = 1'b1;
     end
     else begin
         if((in_current_state == 4'b0101) && (((crc_reg0 != generate_crc_reg0))||((crc_reg1 != generate_crc_reg1)) ||((crc_reg2 != generate_crc_reg2))) ||((crc_reg3 != generate_crc_reg3)) )
             out_receive_data_crc_error = 1'b1;
     end
end
endmodule
==> impl_metrics.toml <==
# flow metrics
[detailed_routing]
routed_wl_um = 14900
antenna_cells = 0
via_count = 4624
viasPerCell = 5.05
ant_nets = 0
wl_per_cell_um = 16.3
drc = 0
first_iter_violations = 334
drt-pass1-iter-count = 5

[floorplan]
num_io_pins = 60
core_area_um2 = 22800
die_area_um2 = 24200
die_x_um = 156
fp_util = 0.310
row_count = 55
die_h_um = 156

[worst_setup_path]
path_class = "in2out"
end_kind = "output pin"
required_ns = 2.80
worstPathMaxFanout = 4
reg2reg_depth = 3
critPathLaunch = "in_current_state[2]"
timing.rr.start = "generate_crc_reg2[15]$_DFFE_PN0P_"
start_kind = "input pin"
worstPathArrival_ns = 2.50

[clocking]
numCtsBuffers = 17
clk_latency_ns = 0.41
clk_pin_slew_worst_paths_ns = 0.06
h-tree-depth = 4
cts_root_buf = "clkbuf_16"
cts_tree = "built"
post-cts-setup-buffer-count = 0
cts.sinks = 161
cts_resized = 0
cts_buffer_depth = 2
cts_hold_buffers = 0

[logic_synthesis]
common_cells = "dfrtp_1, a22o_1, xor2_1"
netlist_area_um2 = 7070
ys_ff = 161
edf_count = 0
ys_cells = 550
async_flop_share = 1.00
synthFlopType = "dfrtp_1"
yosys_warnings = 1
avgSynthCellArea_um2 = 12.9
ys_area_um2 = 7070
yosys.area.top_type = "dfrtp_1"
most_common_cell = "dfrtp_1"
synth.distinct_cells = 32
synth_top_area_share = 0.570
syn_inst = 550
topCellsByArea = "dfrtp_1, a22o_1, xor2_1"
ys_seq_frac = 0.570

[place]
hpwl_um = 9210
place.gp.congestion = 0.828
place.port_buffers = 50
placed_cells = 885
dp_slack_ns = 0.233

[flow_run]
maxCapViolCount = 0
openroad.warnings = 34

[global_routing]
overflow = 0
met3_usage = 0.0317
grt_pass1_wl_um = 25600
grt_max_degree = 84
grt_util_met2 = 0.190
grt_pass1_vias = 4670
grt-busiest-layer = "met1"
grtUsageMet1 = 0.226
grt_usage = 0.135
antenna_found_initial = 0

[worst_hold_path]
hold_path.class = "in2async"

[timing]
hold_violations = 0
finalSetupViolCount = 0
post-route-min-period_ns = 3.20
whs_ns = 0.328
max_slew_margin = 0.488
rsz0062_at_grt = "no"
worstMarginPinSlew_ns = 0.769
finalCritPeriodShare = 0.915
final_max_slew_viol_count = 0
fin_skew_ns = 0.00521
fin_ws_ns = 0.297
max_freq_mhz = 312
fin_setup_tns_ns = 0

[finish]
instances_no_fill = 916
syn_to_final_growth_pct = 20.0
largest_reg_flops = 32
drive_above_1_share = 0.0846

[power]
peakVddDrop_uv = 301
finalPower_mw = 4.08
power_density_nw_per_um2 = 481
cellLeakagePower_nw = 4.52

[status]
status = "finished clean"
stage by stage:
stage / util / cell area (um^2)
finish: 0.371 / 8480
global route: 0.371 / 8480
CTS: 0.371 / 8480
detailed placement: 0.344 / 7870
global placement: 0.344 / 7870
floorplan: - / 7070
metal layers:
metal / part of all wire / vias up
met5: 0 / -
met3: 0.046 / 4
met1: 0.51 / 2375
li1: - / 2136
met4: 0.0068 / 0
met2: 0.44 / 109
path summary, 6_finish.rpt:
check	slack, ns	to
min	0.33	crc_reg2[12]$_DFFE_PN0P_
min reg2reg	0.50	crc_reg1[15]$_DFFE_PN0P_
max reg2reg	2.21	generate_crc_reg2[12]$_DFFE_PN0P_
max in group asynchronous	2.24	crc_reg0[13]$_DFFE_PN0P_
max	0.30	out_receive_data_crc_error
min in group clk0	0.50	crc_reg1[15]$_DFFE_PN0P_
power breakdown:
group / switching (mW) / internal [mW] / total (mW)
Clock: 0.708 / 1.20 / 1.90
Sequential: 0.0267 / 1.89 / 1.91
Combinational: 0.158 / 0.103 / 0.261
cells by family after synthesis:
kind of cell,Yosys count,share of synthesized area
AND/OR/NAND/NOR,77,0.0566
AND-OR/OR-AND,164,0.206
XOR/XNOR,76,0.0941
multiplexers,32,0.0453
flip-flops,161,0.570
buffers and inverters,40,0.0285
cell type report:
| class | count | area, um^2 |
|---|---|---|
| Tap cell | 313 | 392 |
| Sequential cell | 161 | 4030 |
| Timing Repair Buffer | 62 | 587 |
| Fill cell | 2181 | 14400 |
| Multi-Input combinational cell | 349 | 2860 |
| Clock buffer | 23 | 488 |
| Clock inverter | 8 | 126 |
cell usage in the layout, fill, tap and decap left out, types with 2 or more instances in the layout:
master           Yosys  layout
nand2_1             41      41
o211a_1             31      31
dfrtp_1            161     161
clkbuf_16            0      17
nand4_1              4       4
clkbuf_1            11       2
and2_1               2       2
o21ai_0              4       4
nor4_1              16      16
nor3_4               1       2
xor2_1              64      64
o2bb2ai_1            4       4
bufinv_16            0       3
buf_4                1      12
clkbuf_8             0       4
nor2_1               3       3
clkinvlp_4           0       3
clkdlybuf4s50_1      0      48
mux2i_1             32      32
a22o_1             121     121
xnor2_1             12      12
worst max-delay path, cell delays in order:
cell and delay, ns:
clkdlybuf4s50_1 0.52, nor3b_4 0.31, and2_4 0.23, nand2_1 0.06, o21ai_0 0.15, clkdlybuf4s50_1 0.54
Power and IR drop assume default switching activity.
