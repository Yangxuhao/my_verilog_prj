==> /design/flow/design.v <==
module sd_clk(
    hclk,
    hrst_n,
    in_clk_divider,
    in_sd_clk_enable,
    hw_stop_clk,
    out_sd_clk_dft,
    fifo_sd_clk,
    in_TestMode
);
input       in_TestMode;
input       hclk;
input       hrst_n;
input [7:0] in_clk_divider;
input       in_sd_clk_enable;
input       hw_stop_clk;
output      fifo_sd_clk;
output      out_sd_clk_dft;
reg         out_sd_clk;
reg [7:0]   div_counter;
wire        divider_0_val;
wire        out_sd_clk_tp;
wire        clk_ena_stop;
assign  divider_0_val = (in_clk_divider == 8'b0 );
assign  clk_ena_stop = (!in_sd_clk_enable || hw_stop_clk);
always@(posedge hclk or negedge hrst_n) begin
    if(!hrst_n)
        out_sd_clk <= 8'b0;
    else if (clk_ena_stop)
        out_sd_clk <= out_sd_clk;
    else if (divider_0_val)
        out_sd_clk <= hclk;
    else if (div_counter == in_clk_divider-1)
        out_sd_clk <= ~out_sd_clk;
end
always@(posedge hclk or negedge hrst_n) begin
    if(!hrst_n)
        div_counter <= 8'b0;
    else if ( clk_ena_stop || div_0_val)
        div_counter <= 8'b0;
    else begin
        if(div_counter == in_clk_divider-1)
            div_counter <= 8'b0;
        else
            div_counter <= div_counter + 1;
    end
end
assign fifo_sd_clk = divider_0_val? hclk : out_sd_clk;
assign out_sd_clk_dft = (!in_sd_clk_enable || hw_stop_clk) ? 
                            1'b0 : (in_TestMode) ? 
                            hclk : (in_clk_divider == 8'b0) ?
                            hclk : out_sd_clk;
endmodule
==> /design/flow/run.sh <==
#!/bin/bash
# OpenROAD 26Q1-2900-gdf79404cd8, Yosys 0.63+post, stock flow scripts
make -C /OpenROAD-flow-scripts/flow DESIGN_CONFIG=/design/flow/config.mk WORK_HOME=/design/flow/orfs finish
==> /design/flow/config.mk <==
export PLATFORM = sky130hd
export DESIGN_NAME = sd_clk
export DESIGN_NICKNAME = sd_clk
export VERILOG_FILES = /design/flow/design.v
export SDC_FILE = /design/flow/constraint.sdc
export NUM_CORES = 4
export LEC_CHECK = 1
export CORE_AREA = 10 10 70 70
export DIE_AREA = 0 0 80 80
==> /design/flow/constraint.sdc <==
current_design sd_clk

set clk_period 4.4
set clk_io_pct 0.2

create_clock -name clk0 -period $clk_period [get_ports {hclk}]

set non_clock_inputs [all_inputs -no_clocks]
set_input_delay [expr $clk_period * $clk_io_pct] -clock clk0 $non_clock_inputs
set_output_delay [expr $clk_period * $clk_io_pct] -clock clk0 [all_outputs]
==> flow_summary.yaml <==
# synthesis and place-and-route metrics
layout:
  largest_reg_flops: 1
  synthToLayoutAreaGrowth_pct: 176.8
  drive_gt1_frac: 0.2778
  final_cells: 82
  largestRegisters: "out_sd_clk (1)"
  utilization: 0.1136
  max_flop_register: "out_sd_clk"
synthesis:
  yosys-stat-area_um2: 140.1
  syn-cell-area_um2: 140.1
  synthArstFlopShare: 1.000
  mux_area_frac: 0.3214
  synthFlopType: "dfrtp_1"
  simple_gate_share: 0.4375
  yosys.area.top_type: "mux2i_1"
  ys_seq_frac: 0.1786
  area_leaders: "mux2i_1, dfrtp_1, nor4_4"
  compound_area_frac: 0.03571
  xor_share: 0
  yosysTopAreaCellShare: 0.2143
  synth_cells: 15
  logic_family: "simple AND/OR/NAND/NOR gates"
  yosys_warnings: 3
  ys_types: 11
  ys_top_cells_by_count: "mux2i_1, nand2_1"
  synthAdderAreaFrac: 0
  synth-edff-count: 0
  ys_cells: 15
  syn_area_per_cell_um2: 9.342
  synth_flop_count: 1
floorplanning:
  die_w_um: 80
  die-area_um2: 6400
  core_area_um2: 3416
  rows: 21
  fp.dieH_um: 80
  ios: 15
  initCoreUtil: 0.04103
route:
  wl_met3_um: 168
  wirelength_um: 674
  met2WireLength_um: 187
  antenna-diode-count: 0
  drt-met1-wl_um: 318
  maxUsedRoutingLayer: "met3"
  antenna_left: 0
  vias: 189
  first_pass_iters: 4
  routedWlPerCell_um: 8.220
  drtIter0Drc: 5
  viasPerCell: 2.305
  drc: 0
timing:
  drv_slew: 0
  hold_viol: 0
  fin_setup_tns_ns: 0
  setup_violations: 0
  maxSlewHeadroom: 0.8168
  finalClockSkew_ns: 0
  rsz0062_at_grt: "false"
  max_slew.worst_pin.slew_ns: 0.2742
setup_path:
  crit_required_ns: 3.52
  worst_ep_arrival_time_ns: 3.12
  worst-path-max-fanout: 2
  end_kind: "output port"
  crit_path_start_kind: "clock port"
  criticalPathCategory: "clock port to output port"
power_and_ir_drop:
  p_per_area_nw_per_um2: 334.6
  ir_worst_vdd_uv: 57.35
  finalPower_mw: 0.1298
  leakagePower_nw: 0.1482
grt:
  grt_max_degree: 4
  grt_pass1_vias: 260
  grt_pass1_wl_mm: 1.021
  grt_overflow: 0
  antenna_found_initial: 0
  gr-usage-all-layers: 0.02243
cts:
  clock_latency_ns: 0.32
  path_clk_slew_ns: 0.03
  post_cts_buffers: 0
  cts_tree: "built"
  post_cts_resize_count: 0
  cts_hold_buffers: 0
hold_path:
  hold_path.class: "clock port to flip-flop"
outcome:
  status: "completed"
placed_design:
  dpl.hpwl_um: 540
  port_buffers: 14
  dpl.cell_count: 75
  gp_congestion: 0.7830
flow_run:
  drv_cap: 0
  warnings: 32
==> stage by stage <==
step                      hold slack [ns]  worst slack [ns]  cell area (µm²)
after CTS                          0.1583            0.3787            387.9
after global placement             0.1935            0.6890            337.8
after floorplan                    0.1935             1.086            140.1
final                              0.1401            0.4024            387.9
after global routing               0.2258            0.3479            387.9
after detailed placement           0.1935            0.6890            337.8
==> power by group <==
| group | internal (mW) | leakage, nW | total [mW] | switching (mW) |
|---|---|---|---|---|
| Combinational | 0.0108 | 0.0671 | 0.0160 | 0.00520 |
| Clock | 0.0764 | 0.0719 | 0.103 | 0.0263 |
| Sequential | 0.0103 | 0.00918 | 0.0111 | 0.000805 |
| Total | 0.0975 | 0.148 | 0.130 | 0.0323 |
==> cell usage in the layout, fill, tap and decap left out <==
master           count
nand2_1              3
dfrtp_1              1
clkbuf_2             1
clkdlybuf4s50_1     14
inv_1                1
nor3_1               1
nor4_2               1
a21oi_1              1
nor2b_1              1
nor4_4               1
nand3_1              1
mux2i_1              3
mux2_4               1
clkbuf_4             6
==> layout make-up <==
| class | instances | area (µm²) |
|---|---|---|
| clock buffer | 9 | 70.07 |
| inverter | 1 | 3.754 |
| timing repair buffer | 12 | 120.1 |
| tap | 46 | 57.56 |
| sequential | 1 | 25.02 |
| multi-input combinational | 13 | 111.4 |
| fill | 406 | 3028 |
==> critical path, cell delays in order <==
cell and delay, ns:
clkbuf_4 0.12, clkbuf_4 0.13, mux2_4 0.25, clkdlybuf4s50_1 0.42
==> kinds of logic (layout without fill, tap and decap cells) <==
family	after synthesis	after routing
simple gates	8	8
compound gates	1	1
mux	4	4
flops	1	1
buf+inv	1	22
==> path summary, 6_finish.rpt <==
kind                                        start                     end  slack [ns]  depth (start not counted)
max reg2reg                out_sd_clk$_DFFE_PN0P_  out_sd_clk$_DFFE_PN0P_        3.66                          3
min in group asynchronous                  hrst_n  out_sd_clk$_DFFE_PN0P_        0.71                          1
min reg2reg                out_sd_clk$_DFFE_PN0P_  out_sd_clk$_DFFE_PN0P_        0.58                          2
max                                          hclk             fifo_sd_clk        0.40                          4
max in group asynchronous                  hrst_n  out_sd_clk$_DFFE_PN0P_        3.59                          1
min                                          hclk  out_sd_clk$_DFFE_PN0P_        0.14                          4
==> per-layer routing <==
layer,track usage,vias to the layer above
met4,0.01232,0
li1,-,96
met3,0.03977,0
met2,0.01605,19
met5,0,-
met1,0.02316,74
Power figures rest on the tool's default switching activity, not on a simulated workload.
